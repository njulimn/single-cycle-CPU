<file path="run.sh">
#!/bin/bash
# OpenROAD 26Q1-2900-gdf79404cd8, Yosys 0.63+post, stock flow scripts
make -C /OpenROAD-flow-scripts/flow DESIGN_CONFIG=/design/flow/config.mk WORK_HOME=/design/flow/orfs finish
</file>
<file path="config.mk">
export PLATFORM = sky130hd
export DESIGN_NAME = jump_module
export DESIGN_NICKNAME = jump_module
export VERILOG_FILES = /design/flow/design.v
export SDC_FILE = /design/flow/constraint.sdc
export NUM_CORES = 4
export LEC_CHECK = 1
export CORE_AREA = 10 10 114 114
export DIE_AREA = 0 0 124 124
</file>
<file path="constraint.sdc">
current_design jump_module

set clk_period 25.2
set clk_io_pct 0.2

create_clock -name clk0 -period $clk_period

set non_clock_inputs [all_inputs -no_clocks]
set_input_delay [expr $clk_period * $clk_io_pct] -clock clk0 $non_clock_inputs
set_output_delay [expr $clk_period * $clk_io_pct] -clock clk0 [all_outputs]
</file>
<file path="design.v">
module jump_module(Less,Zero,Condition,Pc,IR, Jump,Ex_offset,pc_in);
input  Less    ,Zero;
input [2:0]    Condition;
input [31:0]   Pc;
input [25:0]   IR;
input          Jump;
input [29:0]   Ex_offset;
output [31:0]  pc_in;
reg [31:0] add_result_1,add_result_2;
reg control_flag [7:0];  
wire [31:0] final_mux_0,final_mux_1;
wire final_mux_7_1;
always@(*)begin 
control_flag[0]=0;
control_flag[7]=1;
add_result_1 = Pc+3'b100;
add_result_2 = {Ex_offset[29:0],{2{1'b0}}}+add_result_1;
control_flag[6]=Less;
control_flag[5]=Less|Zero;
control_flag[4]=~(Less|Zero);
control_flag[3]=~Less;
control_flag[2]=~Zero;
control_flag[1]=Zero;
end 
assign final_mux_1={add_result_1[31:28],IR[25:0],{2{1'b0}}};
assign final_mux_7_1=control_flag[Condition[2:0]];
assign final_mux_0=final_mux_7_1==0?add_result_1:add_result_2;
assign pc_in=Jump==0?final_mux_0:final_mux_1;
endmodule
</file>
==> flow_metrics.py <==
# Flow results
metrics = {
    "placed_design": {
        "gp_congestion": 0.920,
        "port_buffers": 126,
        "hpwl_um": 9980,
    },
    "power": {
        "vdd_ir_drop_max_mv": 0.0122,
        "power_density_nw_per_um2": 22.7,
        "leakagePower_nw": 1.70,
    },
    "synth": {
        "adder_share_pct": 17.1,
        "avgSynthCellArea_um2": 6.48,
        "ys_cells": 437,
        "synthSimpleGateAreaFrac_pct": 26.5,
        "mux_area_share_pct": 3.23,
        "syn_inst": 437,
        "ys_seq_share_pct": 0,
        "synth-xor-area-share_pct": 14.9,
        "logic_family": "AND-OR/OR-AND gates",
        "aoi_share_pct": 34.0,
        "synth.distinct_cells": 52,
        "synth_area_um2": 2830,
        "yosys_area_um2": 2830,
        "yosys_warnings": 2,
    },
    "floorplan": {
        "coreArea_um2": 10400,
        "io-pin-count": 126,
        "die-area_um2": 15400,
        "die_x_um": 124,
        "die_h_um": 124,
        "initCoreUtil_pct": 27.2,
        "rows": 37,
    },
    "drt": {
        "post-route-drc-count": 0,
        "vias_per_cell": 5.14,
        "routed_wirelength_um": 11500,
        "wl_per_cell_um": 16.7,
        "drt-initial-drc-count": 159,
        "num_vias": 3519,
        "ant_nets": 0,
        "drt_pass1_iterations": 5,
        "antenna_cells": 0,
    },
    "final_layout": {
        "synthToLayoutAreaGrowth_pct": 49.6,
        "seq_area_um2": 0,
        "drive_gt1_share_pct": 2.73,
        "final_cell_mix": "clkdlybuf4s50_1 (126), nand2_1 (50), nor2_1 (48)",
        "clkbuf_count": 0,
        "final_layout_top_logic_cell": "clkdlybuf4s50_1",
        "flops": 0,
        "n_fill_cell": 1082,
    },
    "critical_path": {
        "end_kind": "output pin",
        "cp_max_fo": 5,
        "timing.critical_path.buf_inv": 2,
        "critPathMaxStageDelay_ns": 0.55,
        "required_ns": 20.16,
        "path_depth": 16,
        "start_kind": "primary input",
        "worst-setup-path-type": "in2out",
        "cp_slowest_cell": "clkdlybuf4s50_1",
        "crit_family": "simple AND/OR/NAND/NOR gates",
        "cp_cell_sequence": "clkdlybuf4s50_1 > nand4_1 > nor3_1 > and2_1 > nor2b_1 > xor2_1 > ha_1 > a21o_1 > a21oi_1 > o21ai_0 > a21o_1 > a221o_1 > a31oi_1 > nor3_1 > nor3b_1 > clkdlybuf4s50_1",
        "worstPathArrival_ns": 9.36,
    },
    "global_route": {
        "grt_pass1_vias": 3487,
        "grt.met1_usage_pct": 18.6,
        "busiest_layer": "met2",
        "grt_antenna_before_repair": 0,
        "grt_util_met2_pct": 25.6,
        "overflow": 0,
        "grt_pass1_wl_um": 17700,
        "gr-usage-all-layers_pct": 14.4,
        "grt_max_degree": 36,
        "met3_usage_pct": 2.62,
    },
    "clock_network": {
        "cts_hold_buf": 0,
        "postCtsSetupBuffers": 0,
        "ctsResizeCount": 0,
    },
    "final_timing": {
        "hold_slack_ns": 10.99,
        "setup_viol": 0,
        "tightestPinTransition_ns": 0.735,
        "max_freq_mhz": 69.5,
        "rsz0062_at_grt": "no",
        "relSlewSlack_pct": 50.9,
        "layout_worst_path_cycle_share_pct": 57.1,
        "finalHoldViolations": 0,
        "maxSlewViolCount": 0,
        "setup_tns_ns": 0,
        "min_period_ns": 14.40,
    },
    "outcome": {
        "status": "complete, no violations",
    },
    "worst_hold_path": {
        "hold_class": "in2out",
        "worstHoldPathCells": 3,
    },
    "flow_run": {
        "warnings": 39,
        "cap_violations": 0,
    },
}
worst paths after layout:
path / from / endpoint / slack, ns
worst max-delay path: Pc[8] / pc_in[30] / 10.80
worst min-delay path: Pc[0] / pc_in[0] / 10.99
routing by layer:
metal  wire length, µm  share of wire (%)
met4                37               0.32
met2              5570                 49
met3               808                7.0
met1              5050                 44
met5                 0                  0
synth_stat cells (2+ instances only):
master / n / area, µm²
nor2b_1: 4 / 25.0
a21oi_1: 41 / 205
a22oi_1: 5 / 37.5
a211oi_1: 5 / 37.5
a31oi_1: 7 / 43.8
and3_1: 4 / 25.0
o21a_1: 7 / 52.6
o221a_2: 2 / 22.5
inv_1: 15 / 56.3
a311oi_1: 3 / 26.3
nand2_1: 50 / 188
nor3_1: 14 / 70.1
clkbuf_1: 14 / 52.6
a221oi_2: 2 / 30.0
and2_1: 4 / 25.0
nand3_1: 16 / 80.1
a31o_2: 2 / 17.5
xnor2_1: 33 / 289
nor2_1: 48 / 180
a221oi_1: 3 / 26.3
mux2i_1: 8 / 80.1
and4_1: 4 / 35.0
ha_1: 37 / 463
o21ai_1: 3 / 15.0
xor2_1: 15 / 131
a21o_1: 19 / 143
o22ai_1: 2 / 12.5
or3_1: 2 / 12.5
o21bai_1: 3 / 22.5
o21ai_0: 33 / 165
nand4_1: 8 / 50.1
nand2b_1: 2 / 12.5
nor4_1: 3 / 18.8
final cells by class:
cell class                 count  area, µm²  share of cell area [%]
inverter                      15       56.3                    1.33
timing repair buffer         129       1280                    30.3
multi-input combinational    405       2730                    64.3
tap                          136        170                    4.02
metrics by stage:
stage	setup slack (ns)	cell area [µm²]	power [mW]	cells	util [%]
after floorplan	12.49	2830	0.0524	437	-
after global placement	10.95	4240	0.0970	685	40.7
after detailed placement	10.85	4240	0.0962	685	40.7
after CTS	10.82	4240	0.0970	685	40.7
after global routing	10.39	4240	0.107	685	40.7
final	10.80	4240	0.0963	685	40.7
report_power, final:
| group | total, mW | switching [mW] | internal, mW |
|---|---|---|---|
| clock network | 0 | 0 | 0 |
| logic | 0.0963 | 0.0458 | 0.0505 |
| registers | 0 | 0 | 0 |
cell families (layout without fill, tap and decap cells):
| kind of cell | Yosys count | after routing |
|---|---|---|
| XOR/XNOR | 48 | 48 |
| multiplexers | 9 | 9 |
| buffers and inverters | 32 | 144 |
| AND-OR/OR-AND | 148 | 148 |
| AND/OR/NAND/NOR | 162 | 162 |
| adder cells (fa/ha/maj) | 38 | 38 |
worst min-delay path, stage by stage:
cell             delay (ns)
clkdlybuf4s50_1        0.39
nor2b_1                0.12
clkdlybuf4s50_1        0.40
Power is estimated from default activity; no workload was simulated.
