**./design.v**
```verilog
module I_mm_read(I_mem_addr,IR);
input [31:0]  	 	I_mem_addr;
output  reg [31:0]   		IR;
reg  [7:0] inst[63:0];
  initial
	begin
		{inst[3],inst[2],inst[1],inst[0]} =    	32'b000000_00001_00010_00011000_00100000;       	  
		{inst[7],inst[6],inst[5],inst[4]} = 		32'b001000_00100_00111_00000000_10000000;     		  
		{inst[11],inst[10],inst[9],inst[8]} = 		32'b001001_00100_01000_00000000_10000000;     		  
		{inst[15],inst[14],inst[13],inst[12]} = 	32'b000000_00001_00010_01001000_00100010;   		 	  
		{inst[19],inst[18],inst[17],inst[16]} = 	32'b000000_00001_00010_01010000_00100011;     	 	  
		{inst[23],inst[22],inst[21],inst[20]} = 	32'b011111_00000_00001_11000_00010_100000;   		  
		{inst[27],inst[26],inst[25],inst[24]} = 	32'b001111_00000_10000_0101010101010101;   	 	 	  
		{inst[31],inst[30],inst[29],inst[28]} = 	32'b001110_00001_01100_0101010101010101;   		  	  
		{inst[35],inst[34],inst[33],inst[32]} = 	32'b011100_00001_00000_01101_00000_100001;   		  
		{inst[39],inst[38],inst[37],inst[36]} = 	32'b011100_00010_00000_01110_00000_100000;   	     
		{inst[43],inst[42],inst[41],inst[40]} = 	32'b000000_00101_00100_10000_00000_000111;   		  
		{inst[47],inst[46],inst[45],inst[44]} = 	32'b000000_0000_1_00101_10000_00100_000010;   		  
		{inst[51],inst[50],inst[49],inst[48]} = 	32'b000000_00001_00010_10000_00000_101011;   		  
		{inst[55],inst[54],inst[53],inst[52]} = 	32'b001010_00001_10001_1111111111111111;   		     
		{inst[59],inst[58],inst[57],inst[56]} = 	32'b000010_00000000000000000000001111;   		        
		{inst[63],inst[62],inst[61],inst[60]} = 	32'b000001_00001_11111_0000000000000001;   			  
	end
always @ (*)
	begin
		IR[7:0] 		= inst[I_mem_addr];
		IR[15:8] 	= inst[I_mem_addr+1];
		IR[23:16] 	= inst[I_mem_addr+2];
		IR[31:24] 	= inst[I_mem_addr+3];
	end
endmodule
```
**./run.sh**
```bash
#!/bin/bash
# OpenROAD 26Q1-2900-gdf79404cd8, Yosys 0.63+post, stock flow scripts
make -C /OpenROAD-flow-scripts/flow DESIGN_CONFIG=/design/flow/config.mk WORK_HOME=/design/flow/orfs finish
```
**./config.mk**
```make
export PLATFORM = sky130hd
export DESIGN_NAME = I_mm_read
export DESIGN_NICKNAME = I_mm_read
export VERILOG_FILES = /design/flow/design.v
export SDC_FILE = /design/flow/constraint.sdc
export NUM_CORES = 4
export LEC_CHECK = 1
export CORE_UTILIZATION = 30
```
**./constraint.sdc**
```tcl
current_design I_mm_read

set clk_period 4.7
set clk_io_pct 0.2

create_clock -name clk0 -period $clk_period

set non_clock_inputs [all_inputs -no_clocks]
set_input_delay [expr $clk_period * $clk_io_pct] -clock clk0 $non_clock_inputs
set_output_delay [expr $clk_period * $clk_io_pct] -clock clk0 [all_outputs]
```
==> run_results.csv <==
group,metric,value,unit
global_routing,track_usage,0.225,
global_routing,gr-total-overflow,0,
die,chip_area,11400,um^2
die,fp-row-count,37,
synthesis,synthCells,526,
critical_path,path_class,"in2out",
drt,diodes,0,
timing,relSlewSlack,0.564,
place,post-dp-hpwl,9.31,mm
die,num_io_pins,64,
flow_run,maxCapViolCount,0,
drt,detail_route.first_pass.iterations,6,
critical_path,required,3.76,ns
final_layout,logic_area,2990,um^2
drt,dr.first_iter.drc_count,318,
die,die_y,107,um
critical_path,cp.arrival,3.67,ns
timing,tightest_slew,0.654,ns
synthesis,yosys.cell_types.count,69,
power_and_ir_drop,comb_power_share,1.000,
synthesis,yosys.stat.seqShare,0,
timing,hold_viol,0,
clocking,hold_buffers,0,
drt,vias_per_cell,6.05,
timing,slew_violations,0,
power_and_ir_drop,p_int,0.272,mW
drt,drcViolationCount,0,
final_layout,syn_to_final_growth,29.5,%
final_layout,flop_area,0,um^2
power_and_ir_drop,power_density,133,nW/um^2
drt,wl_per_cell,17.5,um
critical_path,startpoint_type,"primary input",
final_layout,final_util,0.407,
synthesis,syn_area_per_cell,6.25,um^2
global_routing,grt_pass1_vias,3918,
die,floorplan.core_util,0.314,
timing,fin_crit,4.61,ns
synthesis,ys_area,3290,um^2
run_status,status,"finished clean",
hold_path,hold_path.class,"in2out",
synthesis,ys_cells,526,
timing,rsz0062_at_grt,"true",
synthesis,syn_area,3290,um^2
final_layout,nFillCells,1124,
final_layout,drive_gt1_frac,0.189,
flow_run,warning_count,71,
power_and_ir_drop,p_leak,1.69,nW
power_and_ir_drop,vdd_drop_max,0.0372,mV
timing,min_period_over_period,0.981,
final_layout,flops,0,
power_and_ir_drop,clkPwrFrac,0,
place,globalplace.congestion,0.932,
drt,vias,4373,
global_routing,grt_max_degree,34,
timing,timing.fmax,0.217,GHz
timing,setup_viol,0,
critical_path,endpoint_kind,"output port",
drt,wl,12.7,mm
critical_path,critPathMaxFanout,5,
synthesis,yosys_warnings,1,
power_and_ir_drop,p_seq_frac,0,
die,core_area,10500,um^2
final_layout,clock_buffers,0,
global_routing,grt_pass1_wl,20.6,mm
power_and_ir_drop,switchingPower,0.294,mW
power_and_ir_drop,p_total,0.566,mW
power_and_ir_drop,p_sw_frac,0.520,
drt,ant_nets,0,
place,portBuffers,38,
global_routing,antenna_found_initial,0,
die,die_w,107,um
stage by stage:
| step | setup WS, ns | hold WS, ns | std cells | area (um^2) | setup TNS [ns] |
|---|---|---|---|---|---|
| after floorplan | 0.826 | 2.15 | 526 | 3290 | 0 |
| after global placement | 0.0633 | 2.89 | 723 | 4210 | 0 |
| after detailed placement | 0.0391 | 2.90 | 723 | 4210 | 0 |
| after CTS | 0.0404 | 2.90 | 723 | 4210 | 0 |
| after global routing | -0.0248 | 2.96 | 723 | 4260 | -0.0850 |
| final | 0.0883 | 2.90 | 723 | 4260 | 0 |
cells in the final DEF (no fill, tap or decap), types with 3 or more instances in the layout:
cell type        instances
a211o_1                  3
a211oi_1                11
a21boi_0                 3
a21oi_1                 41
a221oi_1                 6
a2bb2oi_1                3
a311oi_1                 5
a31oi_1                 17
a32oi_1                  3
a41oi_1                  3
and3_1                   5
buf_4                   86
clkdlybuf4s50_1         36
ha_1                    16
inv_1                   13
mux2_2                   3
mux2i_1                 19
nand2_1                 62
nand2b_1                 5
nand3_1                 28
nand4_1                  6
nor2_1                  36
nor3_1                  24
o2111ai_1                3
o211ai_1                10
o21ai_0                 41
o221ai_1                 3
o22ai_1                  6
o2bb2ai_1                3
o311ai_0                 4
o31a_1                   3
o31ai_1                  5
o32a_1                   4
o32ai_1                  3
or3_1                    4
xnor2_1                  7
xnor2_2                  7
xnor2_4                  3
xor2_1                   4
layer usage:
layer | routed length [um] | up-vias | global-route usage
met1 | 5890 | 2067 | 0.336
met5 | 0 | - | 0
met3 | 812 | 17 | 0.0223
met2 | 5840 | 180 | 0.357
li1 | - | 2109 | -
met4 | 119 | 0 | 0.0274
power by group through the flow:
stage / logic, mW / registers [mW] / clock network [mW]
CTS: 0.554 / 0 / 0
global route: 0.617 / 0 / 0
finish: 0.566 / 0 / 0
path summary, 6_finish.rpt:
| kind | from | end | slack [ns] | depth (start not counted) |
|---|---|---|---|---|
| setup / recovery | I_mem_addr[0] | IR[30] | 0.09 | 10 |
| hold / removal | I_mem_addr[3] | IR[1] | 2.90 | 4 |
critical path, stage by stage:
cell             delay, ns
clkdlybuf4s50_1       0.51
inv_1                 0.10
ha_1                  0.25
ha_1                  0.37
clkinv_1              0.20
o311ai_0              0.31
o21ai_0               0.14
a21o_1                0.21
a31oi_1               0.17
clkdlybuf4s50_1       0.48
synthesized netlist by cell type, types with 4 or more instances:
library cell,number,area (um^2)
a211oi_1,11,82.6
a21oi_1,41,205
a221oi_1,6,52.6
a311oi_1,5,43.8
a31oi_1,17,106
and3_1,5,31.3
buf_1,7,26.3
buf_2,21,105
clkbuf_1,33,124
ha_1,17,213
inv_1,13,48.8
mux2i_1,19,190
nand2_1,62,233
nand2b_1,5,31.3
nand3_1,28,140
nand4_1,6,37.5
nor2_1,37,139
nor3_1,24,120
o211ai_1,10,75.1
o21ai_0,41,205
o22ai_1,6,37.5
o311ai_0,5,43.8
o31ai_1,5,37.5
o32a_1,4,40.0
or3_1,4,25.0
xnor2_1,9,78.8
xnor2_2,7,114
xor2_1,4,35.0
final cells by class:
class / count / area share
Inverter: 17 / 0.0150
Multi-Input combinational cell: 445 / 0.702
Tap cell: 136 / 0.0400
Timing Repair Buffer: 125 / 0.243
cells by family (layout without fill, tap and decap cells):
| kind of cell | Yosys count | after routing | synth area share |
|---|---|---|---|
| buffers and inverters | 81 | 142 | 0.105 |
| muxes | 24 | 24 | 0.0784 |
| adders and majority gates | 17 | 17 | 0.0647 |
| xor gates and xnor gates | 22 | 22 | 0.0845 |
| AOI/OAI and AO/OA | 200 | 200 | 0.412 |
| and+or+nand+nor | 182 | 182 | 0.255 |
repair_timing:
| action | CTS | global route |
|---|---|---|
| endpoints found under the setup margin | 0 | 15 |
| gates resized | 0 | 12 |
| setup buffers | 0 | 0 |
Power and IR drop assume default switching activity.
