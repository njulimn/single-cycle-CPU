`/design/flow/config.mk`:
```
export PLATFORM = sky130hd
export DESIGN_NAME = Mips_32bits_registers
export DESIGN_NICKNAME = Mips_32bits_registers
export VERILOG_FILES = /design/flow/design.v
export SDC_FILE = /design/flow/constraint.sdc
export NUM_CORES = 4
export LEC_CHECK = 1
export CORE_UTILIZATION = 40
```
`/design/flow/constraint.sdc`:
```
current_design Mips_32bits_registers

set clk_period 7.9
set clk_io_pct 0.2

create_clock -name clk0 -period $clk_period [get_ports {clk}]

set non_clock_inputs [all_inputs -no_clocks]
set_input_delay [expr $clk_period * $clk_io_pct] -clock clk0 $non_clock_inputs
set_output_delay [expr $clk_period * $clk_io_pct] -clock clk0 [all_outputs]
```
`/design/flow/design.v`:
```
module Mips_32bits_registers(clk, Rs_addr,Rt_addr,Rd_addr,Rd_in,Rd_Byte_w_en,Rs_out_wire,Rt_out_wire);
input [4:0] 	Rs_addr,Rt_addr,Rd_addr;
input [3:0] 	Rd_Byte_w_en;
input [31:0]	Rd_in ;
input clk;
output  [31:0] Rs_out_wire,Rt_out_wire;
reg  	  [31:0] Rs_out,Rt_out;
reg     [31:0] Registers [31:0];
 initial begin 
       Registers[0][31:0]=32'd0;
       Registers[1][31:0]=32'd1;
		 Registers[2][31:0]=32'd2;
		 Registers[3][31:0]=32'd3;
		 Registers[4][31:0]=32'd4;
       Registers[5][31:0]=32'd5;
		 Registers[6][31:0]=32'd6;
		 Registers[7][31:0]=32'd7;
		 Registers[8][31:0]=32'd8;
       Registers[9][31:0]=32'd9;
		 Registers[10][31:0]=32'd10;
		 Registers[11][31:0]=32'd11;
		 Registers[12][31:0]=32'd12;
       Registers[13][31:0]=32'd13;
		 Registers[14][31:0]=32'd14;
		 Registers[15][31:0]=32'd15;
		 Registers[16][31:0]=32'd16;
       Registers[17][31:0]=32'd17;
		 Registers[18][31:0]=32'd18;
		 Registers[19][31:0]=32'd19;
		 Registers[20][31:0]=32'd20;
       Registers[21][31:0]=32'd21;
		 Registers[22][31:0]=32'd22;
		 Registers[23][31:0]=32'd23;
		 Registers[24][31:0]=32'd24;
       Registers[25][31:0]=32'd25;
		 Registers[26][31:0]=32'd26;
		 Registers[27][31:0]=32'd27;
		 Registers[28][31:0]=32'd28;
       Registers[29][31:0]=32'd29;
		 Registers[30][31:0]=32'd30;
		 Registers[31][31:0]=32'd31;
		 end 
always@(posedge clk)
	begin
   if((Rd_addr!=0))	begin 
   	   if(Rd_Byte_w_en[0])
		   Registers[Rd_addr][7:0]=Rd_in[7:0];
			if(Rd_Byte_w_en[1])
		   Registers[Rd_addr][15:8]=Rd_in[15:8];
			if(Rd_Byte_w_en[2])
		   Registers[Rd_addr][23:16]=Rd_in[23:16];
			if(Rd_Byte_w_en[3])
		   Registers[Rd_addr][31:24]=Rd_in[31:24];
					   end
	end
always@(*)
begin
					begin 
	            Rs_out=Registers[Rs_addr];
			      Rt_out=Registers[Rt_addr];		
					end 
end 
	assign Rs_out_wire=Rs_out;
	assign Rt_out_wire=Rt_out;
endmodule 
```
`/design/flow/run.sh`:
```
#!/bin/bash
# OpenROAD 26Q1-2900-gdf79404cd8, Yosys 0.63+post, stock flow scripts
make -C /OpenROAD-flow-scripts/flow DESIGN_CONFIG=/design/flow/config.mk WORK_HOME=/design/flow/orfs finish
```
==> run notes <==
impl run done, here's what came out: status finished clean, leakage approximately 21 nW, final core occ between 40 and 50%, RSZ-0062 raised after global routing no, DRC 0, EDFF count, synth 1024, Root Buffer clkbuf_16, mapped cell area 49290 um2, TritonCTS clock tree built, Die Ht 353.0 um, fin crit period 6445 ps, yosys xor share 0%, number of flip-flops under the largest register name 1024, Sw Share 23.62%, Max-area cell share between 60% and 70%, CTS buffer count ~110, Worst setup EP type output pin, max incr delay on CP 780 ps, I/O pin cnt approximately 120, Tightest Pin Transition 975.4 ps, ys flop type edfxtp_1, die width between 300 and 400 um, Slew Limit Fails 0, met1 Usage GRT between 30% and 40%, Via Count 31563, CORE AREA 122000 um2, Final Hold Violation Tally 0, die area 124600 um2, CP Buf/Inv Count 3, ys cells 3525, antenna violations before repair 2, layout cells sized above 1 9.764%, met3 usage between 10% and 20%, most used routing layer met2, async set or reset register ratio after synthesis 0%, vias in the first global route 32522, Top logic family multiplexers, CP most frequent cell clkdlybuf4s50_1, CTS resizes 0, worst-case clock buffer depth 3, Seq/Total Area, Yosys 62.39%, Reg power frac 50.0%, final wirelength 151200 um, fin area 56360 um2, Net Sw Power 0.002876 W, largest net degree at the start of global routing 96, Post-CTS Setup Repair Bufs 0, placed cell areas 52940 um2, Worst slew margin 34.82%, Final TNS setup 0 ps, clock sink count 1024, synthesized instance count about 3500, worst path arrival time 4870 ps, Mean Syn Cell Area roughly 14 um2, Seq. cell area a little over 30000 um2, area delta synth->final 14.36%, Final setup viols 0, Fill cells 10671, gr usage total 25.85%, critical path type in2out, Worst EP required 6320 ps, VDD IR max 0.1783 mV, Detail Placement HPWL a little over 90000 um, port buffer count 115, Pre-antenna DRT Iters 5, first-pass GRT wire length 217700 um, fmax about 0.16 GHz, gpl congestion 0.9127, critical-path maximum fanout 36, CTS HTree Levels 3, Adder Area Share 0%, power density over the cells 216.1 nW/um2, P_int a little over 0.009 W, cell total after placement 5231, HP Class in2reg, row cnt 128, hold-fix buffers at CTS 0, crit-path leading delay family buffers and inverters, Top cells by area edfxtp_1 62%, mux2i_1 21%, a22oi_1 2.9%, a22o_1 2.3%, a21oi_1 1.9%, tool warnings 26, gr ovfl total 0, 1st-iter DRT viols 2061, critical-path cell list clkdlybuf4s50_1 -> nor2_4 -> buf_4 -> a22o_1 -> nor3_1 -> a31oi_1 -> nand3_1 -> clkdlybuf4s50_1, FP Core Util around two fifths, FF+latch count, synth 1024, CTS clk-pin slew, worst paths 60 ps, Clk pwr share 40.5%, simple share just under 6%, top cells by count 1024 x edfxtp_1, 1024 x mux2i_1, 222 x nand2_1, Logic cell area 17270 um2, Slowest-stage cell, CP nor2_4, YS chip area 49290 um2, Logic pwr share a little under a tenth, Mux area share about a fifth, yosys aoi share 7.961%, Inserted Diodes 0, Synth Warn # 1, cell taking the most area after synthesis edfxtp_1, antenna-violating nets left 0, startpoint types input pin, DR WL/cell around 28 um, met2 usage 38.32%, fin cells 5435, Max-Cap Viols 0, fin crit share 81.59%, synth unique cells 32, drt via density 5.807
[final cells by class]
class	count	share of cell area, %
Sequential cell	1024	54.56
Multi-Input combinational cell	2268	30.63
Clock buffer	139	5.190
Timing Repair Buffer	314	5.132
Tap cell	1625	3.607
Clock inverter	65	0.8813
[power groups by stage]
stage / clock network, W / logic [W] / registers (W)
after CTS: 0.00501 / 0.00115 / 0.00609
final: 0.00494 / 0.00115 / 0.00609
after global routing: 0.00522 / 0.00122 / 0.00610
[final timing paths]
check | from | endpoint | cells past startpoint
worst min-delay path | Rd_in[11] | Registers[3][11] | 2
worst max-delay path | Rt_addr[0] | Rt_out_wire[0] | 8
[cell families after synthesis]
kind of cell	after synthesis
multiplexers	1024
flip-flops	1024
AND/OR/NAND/NOR	636
AND-OR/OR-AND	576
buffers and inverters	264
other	1
[routing by layer]
metal | part of all wire (%) | up-vias
li1 | - | 14167
met1 | 38 | 15561
met2 | 46 | 1539
met3 | 13 | 288
met4 | 3.3 | 8
met5 | 0.12 | -
[through the flow]
| stage | setup WS (ps) | total power (W) | hold WS (ps) |
|---|---|---|---|
| global placement | 1540 | 0.007346 | 2410 |
| CTS | 1534 | 0.01225 | 1670 |
| global route | 1355 | 0.01254 | 1713 |
| detailed placement | 1527 | 0.007348 | 2426 |
| floorplan | 3577 | 0.006838 | 1679 |
| finish | 1455 | 0.01218 | 1701 |
[cell usage in the layout, fill, tap and decap left out, types with 32 or more instances in the layout]
cell type,n
a21oi_1,192
a22o_1,128
a22oi_1,192
a31oi_1,64
buf_4,180
clkbuf_16,113
clkdlybuf4s50_1,113
clkinv_1,36
conb_1,32
edfxtp_1,1024
mux2i_1,1024
nand2_1,220
nand3_1,192
nor2_1,108
nor3_1,64
Power and IR drop assume default switching activity.
